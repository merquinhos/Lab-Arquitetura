--- flow/design.v ---
module registerfile (
	input logic clk, rst, we3,
	input logic [4:0] wa3, ra1, ra2,
	input logic [31:0] wd3,
	output logic [31:0] rd1, rd2,
    output logic [31:0]  debug_x0,
    output logic [31:0]  debug_x1,
    output logic [31:0]  debug_x2,
    output logic [31:0]  debug_x3,
    output logic [31:0]  debug_x4,
    output logic [31:0]  debug_x5,
    output logic [31:0]  debug_x6,
    output logic [31:0]  debug_x7
);
logic [31:0] registers [31:0];
assign rd1 = (ra1 == 5'b0) ? 32'b0 : registers[ra1];
assign rd2 = (ra2 == 5'b0) ? 32'b0 : registers[ra2];
always_ff @(posedge clk or negedge rst) begin
	if (rst==0) begin
		for (int i = 0; i < 32; i++)
			registers[i] <= 32'd0;
	end
	else if(we3 && (wa3 != 5'd0))
		registers[wa3] <= wd3;
end
assign debug_x0 = registers[0];
assign debug_x1 = registers[1];
assign debug_x2 = registers[2];
assign debug_x3 = registers[3];
assign debug_x4 = registers[4];
assign debug_x5 = registers[5];
assign debug_x6 = registers[6];
assign debug_x7 = registers[7];
endmodule
--- flow/run.sh ---
#!/bin/bash
# OpenROAD 26Q1-2900-gdf79404cd8, Yosys 0.63+post, stock flow scripts
make -C /OpenROAD-flow-scripts/flow DESIGN_CONFIG=/design/flow/config.mk WORK_HOME=/design/flow/orfs finish
--- flow/constraint.sdc ---
current_design registerfile

set clk_period 10.8
set clk_io_pct 0.2

create_clock -name clk0 -period $clk_period [get_ports {clk}]

set non_clock_inputs [all_inputs -no_clocks]
set_input_delay [expr $clk_period * $clk_io_pct] -clock clk0 $non_clock_inputs
set_output_delay [expr $clk_period * $clk_io_pct] -clock clk0 [all_outputs]
--- flow/config.mk ---
export PLATFORM = sky130hd
export DESIGN_NAME = registerfile
export DESIGN_NICKNAME = registerfile
export VERILOG_FILES = /design/flow/design.v
export SDC_FILE = /design/flow/constraint.sdc
export NUM_CORES = 4
export LEC_CHECK = 1
export CORE_UTILIZATION = 50
==> flow_metrics.env <==
# source this file to load flow results
export IMPL_hp_class="reg2reg"
export IMPL_insertion_delay_ns=0.71
export IMPL_wl_mm=281
export IMPL_grt_pass1_wl_mm=386
export IMPL_synth_seq_cells=1024
export IMPL_cp_common_cell="buf_4"
export IMPL_reg_largest_list="registers (1024)"
export IMPL_postSynthSeqShare=0.485
export IMPL_dr_pass1_iters=10
export IMPL_io_pins=370
export IMPL_core_area_um2=104000
export IMPL_ys_area_um2=52800
export IMPL_clkSinkCount=1024
export IMPL_layout_top_cells="dfrtp_1 (1024), mux2_2 (996), nand3_1 (687), clkdlybuf4s50_1 (362), a22oi_1 (340)"
export IMPL_worstMarginPinSlew_ns=1.37
export IMPL_clockBufferDepth=3
export IMPL_clock_skew_ns=0
export IMPL_fp_util=0.508
export IMPL_postCtsHoldBufs=0
export IMPL_finalPower_uw=11300
export IMPL_wl_per_cell_um=43.9
export IMPL_max_slew_margin_rel=0.0838
export IMPL_grt_pass1_vias=48181
export IMPL_htree_levels=3
export IMPL_synth_area_um2=52800
export IMPL_areaGrowthSynthToFinish_pct=17.3
export IMPL_rsz0062_at_grt="no"
export IMPL_cap_violations=0
export IMPL_async_flop_share=1.00
export IMPL_synthFlopType="dfrtp_1"
export IMPL_cp_start_kind="input port"
export IMPL_die_height_um=327
export IMPL_clkTransAtPathRegs_ns=0.06
export IMPL_hold_viol=0
export IMPL_largest_area_cell="dfrtp_1"
export IMPL_crit_slowest_cell="and2_1"
export IMPL_p_per_area_nw_per_um2=182
export IMPL_numPortBuffers=369
export IMPL_drt_iter0_markers=6917
export IMPL_top_area_frac=0.485
export IMPL_status="finished clean"
export IMPL_crit_path_cell_trace="buf_2 > buf_4 > nor2b_4 > buf_4 > and2_1 > buf_4 > a32oi_1 > and4_1 > a31oi_1 > clkdlybuf4s50_1"
export IMPL_p_leak_uw=0.0265
export IMPL_vias=49319
export IMPL_ys_cells=4743
export IMPL_timing_fmax_ghz=0.113
export IMPL_tool_warnings=39
export IMPL_cts_made_buffers=109
export IMPL_netlist_instances=4743
export IMPL_end_kind="output pin"
export IMPL_crit_family="buffers and inverters"
export IMPL_largest_register="registers"
export IMPL_viasPerCell=7.70
export IMPL_critical_path_required_ns=8.64
export IMPL_post_cts_setup_buffers=0
export IMPL_crit_fanout=45
export IMPL_cts_resized=0
export IMPL_final_max_slew_viol_count=0
export IMPL_area_leaders="dfrtp_1 (49%), mux2_2 (21%), nand3_1 (6.5%)"
export IMPL_ir_drop_mv=0.151
export IMPL_rows=118
export IMPL_clock_root_buffer="clkbuf_16"
export IMPL_dieArea_um2=107000
export IMPL_gp_congestion=1.06
export IMPL_cp_slowest_stage_delay_ns=1.01
export IMPL_drive_gt1_frac=0.304
export IMPL_avgSynthCellArea_um2=11.1
export IMPL_largest_register_ff_count=1024
export IMPL_antenna_found_initial=28
export IMPL_track_usage=0.549
export IMPL_drc=0
export IMPL_grt_max_degree=121
export IMPL_dpl_hpwl_mm=173
export IMPL_period_used=0.818
export IMPL_setup_viol=0
export IMPL_yosys_warnings=2
export IMPL_layout_min_cycle_time_ns=8.84
export IMPL_synth_edff_count=0
export IMPL_worst_path_buf_inv=5
export IMPL_yosys_cell_types_count=67
export IMPL_cts_tree="built"
export IMPL_mostFrequentLayoutCell="dfrtp_1"
export IMPL_fin_area_um2=62000
export IMPL_cp_arrival_ns=6.68
export IMPL_detail_route_antenna_nets=0
export IMPL_setup_tns_ns=0
export IMPL_placed_area_um2=58100
export IMPL_die_w_um=327
export IMPL_worstSetupPathType="in2out"
export IMPL_gr_total_overflow=0
cell usage after synthesis, types with 7 or more instances:
library cell	number
o21ai_0	18
and3_1	185
nor3b_1	9
nand3b_1	13
buf_1	78
clkbuf_1	263
a21oi_1	82
nor4_1	41
a222oi_1	36
mux2_2	996
a22oi_1	340
and2_1	31
nand2_1	69
a2111oi_0	52
and4_1	51
nor2_2	9
a31oi_1	51
nand3_1	689
dfrtp_1	1024
nand2b_1	11
buf_2	203
nor3_1	19
nor2_1	49
and3b_1	7
mux2i_1	10
nand4_1	224
nor2b_1	10
a32oi_1	7
a22o_1	48
a221o_1	11
o31a_1	14
final cells by class:
type | count | area (um2)
Antenna cell | 23 | 57.6
Sequential cell | 1024 | 25600
Multi-Input combinational cell | 3164 | 25200
Inverter | 3 | 11.3
Fill cell | 8512 | 42100
Timing Repair Buffer | 616 | 5600
Clock inverter | 49 | 638
Tap cell | 1380 | 1730
Clock buffer | 149 | 3140
through the flow:
stage | std cells | hold slack (ns) | util | setup WS [ns]
after CTS | 6385 | 0.378 | 0.595 | 2.32
after detailed placement | 6187 | 0.364 | 0.559 | 2.35
after floorplan | 4743 | 0.405 | - | 5.06
after global routing | 6388 | 0.382 | 0.595 | 2.10
after global placement | 6187 | 0.364 | 0.559 | 2.29
final | 6408 | 0.373 | 0.595 | 1.96
power breakdown:
| part | switching, uW | internal [uW] |
|---|---|---|
| logic | 825 | 1050 |
| clock network | 1660 | 2360 |
| registers | 839 | 4560 |
metal layers:
metal	wire length, um	vias to the layer above	track usage	part of all wire
li1	-	18494	-	-
met1	97000	24506	0.701	0.34
met2	110000	4755	0.700	0.39
met3	49900	1519	0.353	0.18
met4	23800	45	0.333	0.085
met5	544	-	0.0386	0.0019
cells by family after synthesis:
logic type	Yosys count	synth area share
muxes	1012	0.215
DFF	1024	0.485
buffers and inverters	555	0.0448
AOI/OAI and AO/OA	697	0.0992
and+or+nand+nor	1455	0.155
path summary, 6_finish.rpt:
path	cells past startpoint	slack, ns	from	endpoint
hold / removal	0	0.37	registers[0][11]	registers[0][11]
hold reg to reg	0	0.37	registers[0][11]	registers[0][11]
setup reg to reg	1	9.77	registers[1][31]	registers[1][31]
min in group asynchronous	1	1.42	rst	registers[3][6]
max in group asynchronous	4	6.72	rst	registers[26][24]
setup / recovery	10	1.96	ra1[4]	rd1[31]
No activity file was given, so power comes from the tool's default toggle rates.
