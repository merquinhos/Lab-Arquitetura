$ cat flow/config.mk
export PLATFORM = sky130hd
export DESIGN_NAME = RegisterFile
export DESIGN_NICKNAME = RegisterFile
export VERILOG_FILES = /design/flow/design.v
export SDC_FILE = /design/flow/constraint.sdc
export NUM_CORES = 4
export LEC_CHECK = 1
export CORE_UTILIZATION = 30
$ cat flow/constraint.sdc
current_design RegisterFile

set clk_period 5.1
set clk_io_pct 0.2

create_clock -name clk0 -period $clk_period [get_ports {clk}]

set non_clock_inputs [all_inputs -no_clocks]
set_input_delay [expr $clk_period * $clk_io_pct] -clock clk0 $non_clock_inputs
set_output_delay [expr $clk_period * $clk_io_pct] -clock clk0 [all_outputs]
$ cat flow/design.v
module Decoder_5_to_32 (
    input logic [4:0] write_address,
	 output reg [31:0] decoded_output 
);
    always @(*) begin
        decoded_output = 32'b00000000;
        case (write_address)
            5'b000: decoded_output[0] = 1'b1; 
            5'b001: decoded_output[1] = 1'b1; 
            5'b010: decoded_output[2] = 1'b1; 
            5'b011: decoded_output[3] = 1'b1; 
            5'b100: decoded_output[4] = 1'b1; 
            5'b101: decoded_output[5] = 1'b1; 
            5'b110: decoded_output[6] = 1'b1; 
            5'b111: decoded_output[7] = 1'b1; 
            default: decoded_output = 32'b00000000; 
        endcase
    end
endmodule
module Registrador_32bit(
	input logic clk, 
  	input logic reset,
  	input logic enable,
  	input logic [31:0] in, 
  	output reg [31:0] out
);
  always @(posedge clk or negedge reset)
    begin
      if(!reset)
        out <= 0;
    else if (enable) 
        out <= in;
      else
        out <= out;        
  end
endmodule
module RegisterFile(
	input logic clk,
   input logic rst,
   input logic we3, 
   input logic [(5-1):0] wa3, 
   input logic [31:0] wd3, 
   input logic [(5-1):0] ra1, 
   input logic [(5-1):0] ra2, 
   output logic [31:0] rd1, 
   output logic [31:0] rd2  
);
   wire [32-1:0] decoded_out;  
	wire [32-1:0] registrador_output [32-1:0];
	wire [32-1:0] load;
   Decoder_5_to_32 inst1(
        .decoded_output(decoded_out),
        .write_address(wa3)
   );
	genvar j;
	generate
	for (j=0; j< 32; j= j+1) begin:ands
		assign load[j] = we3 & decoded_out[j];
	end
	endgenerate
   genvar i;
	generate 
	for (i=0; i< 32; i= i+1) begin:resgister
	if (i == 0) begin
	 assign registrador_output[0] = 0;
	end
	else begin
		Registrador_32bit inst1 (
		.out(registrador_output[i]),
		.in(wd3),
		.clk(clk),
		.reset(rst),
		.enable(load[i])
		);
		end
	end
	endgenerate
	 assign rd1 = registrador_output[ra1];
	 assign rd2 = registrador_output[ra2];
endmodule
$ cat flow/run.sh
#!/bin/bash
# OpenROAD 26Q1-2900-gdf79404cd8, Yosys 0.63+post, stock flow scripts
make -C /OpenROAD-flow-scripts/flow DESIGN_CONFIG=/design/flow/config.mk WORK_HOME=/design/flow/orfs finish
==> reports/qor.yml <==
status: "finished, final reports clean"
post-route-util_pct: 37.1
grt_pass1_wl_um: 55300
ys_async_sr_fraction_pct: 100
startpoint_type: "input pin"
yosysMostFrequentCell: "mux2_1"
crit_arrival_ps: 3460
reg2reg_to: "resgister[4].genblk1.inst1.out[31]"
synth.distinct_cells: 44
post_dp_cell_area_um2: 13700
fin_crit_sh_pct: 87.9
ys_seq_share_pct: 46.9
fp.dieH_um: 202
yosys_warnings: 3
fp_util_pct: 30.6
syn-instance-count: 945
clkSinkCount: 224
p_per_area_nw_per_um2: 346
syn_area_um2: 12000
grt_pass1_vias: 8820
root_buffer: "clkbuf_16"
ff_type: "dfrtp_1"
clk_latency_ps: 530
ys.flops: 224
overflow: 0
path_class: "in -> out"
portBuffers: 113
finalSetupViolations: 0
ir_drop_mv: 0.220
hold_buffers: 0
hold_class: "in -> async"
pin_count: 114
chipArea_um2: 40700
report.final.slew_viol_count: 0
antenna_found_initial: 3
synth_area_leader_cell: "dfrtp_1"
edf_count: 0
n_antenna_cell: 0
rsz0062_at_grt: "false"
cts_tree: "yes"
end_kind: "output port"
cts_made_buffers: 25
yosysChipArea_um2: 12000
netlist.area_leader.share_pct: 46.9
warnings: 27
common_cells: "mux2_1, dfrtp_1, mux2i_1"
n_fill_cell: 3677
largest_reg_flops: 224
r2r_cells: 1
wirelength_um: 36200
reg_top3: "resgister.genblk1.inst1.out: 224 flops"
post_drt_wl_per_cell_um: 23.0
cp_max_fo: 12
cts_buffer_depth: 3
fin_area_um2: 14500
yosysCellCount: 945
rows: 72
r2r_setup_slack_ps: 4240
maxCapViolations: 0
drc: 0
max_freq_mhz: 223
grt_max_degree: 126
max_flop_register: "resgister.genblk1.inst1.out"
total_power_mw: 5.01
h-tree-depth: 1
drtIter0Drc: 576
die_w_um: 202
gp_congestion: 0.836
core_region_area_um2: 39000
viasPerCell: 5.44
drive_gt1_share_pct: 13.3
area_growth_pct: 20.9
tns_ps: 0
fin_hold_ws_ps: 442
post_cts_buffers: 0
logic_area_um2: 6010
tightest_slew_ps: 865
period_needed_ps: 4480
area_leaders: "dfrtp_1, mux2_1, mux2i_1"
clkTransAtPathRegs_ps: 60
finalClockSkew_ps: 0
seq_area_um2: 5610
reg2reg_from: "resgister[4].genblk1.inst1.out[31]"
slew_headroom_pct: 42.1
required_ps: 4080
cts_resized: 0
num_vias: 8578
avgSynthCellArea_um2: 12.7
hpwlAfterDp_um: 22100
firstDrtPassIters: 5
cellLeakagePower_nw: 6.40
hold_viol: 0
grt_usage_pct: 18.5
ant_nets: 0
[how the worst max path moves through the flow]
| stage | start | end | cells after the start |
|---|---|---|---|
| 4_1_cts | ra1[3] | rd1[20] | 6 |
| 5_1_grt | ra2[3] | rd2[22] | 6 |
| 6_report | ra2[3] | rd2[1] | 6 |
[cell usage in the layout (no fill, tap or decap), types with 3 or more instances in the layout]
cell type,Yosys,layout
o221ai_1,6,6
clkdlybuf4s50_1,0,107
clkbuf_16,0,25
mux2i_1,52,52
clkbuf_1,17,6
nor4b_2,1,3
nand4_1,6,6
a221o_1,8,8
a221oi_1,16,16
mux4_2,19,19
o211ai_1,6,6
a21oi_1,32,32
nor3_1,16,16
dfrtp_1,224,224
nand2_1,48,43
buf_2,44,4
mux2_2,29,29
nand3_1,7,7
o22ai_1,12,12
a22oi_1,50,50
mux2_1,264,264
buf_4,6,36
clkbuf_8,0,5
nand2_2,0,5
nor2_1,24,23
nor2b_1,21,20
[worst max-delay path: stages]
cell             delay, ps
clkdlybuf4s50_1        540
or4b_1                 920
o22ai_1                290
a21oi_1                 60
nand2_1                130
clkdlybuf4s50_1        490
[cell type report]
class	count	share of cell area (%)
clock buffers	36	4.96
repair buffers	149	9.66
inverters	1	0.0260
flip-flops and latches	224	38.8
multi-input cells	644	41.5
well taps	518	4.48
clock inverters	5	0.545
[routing by layer]
| metal | track usage [%] | wire length (um) |
|---|---|---|
| met1 | 27.0 | 16100 |
| met2 | 27.4 | 16100 |
| met3 | 6.00 | 3100 |
| met4 | 4.11 | 876 |
| met5 | 0 | 41 |
[power breakdown]
group          internal (mW)  total [mW]  switching, mW
clock network           1.07        1.78          0.717
logic                  0.490       0.845          0.355
registers               2.12        2.38          0.254
total                   3.68        5.01           1.33
[kinds of logic (layout without fill, tap and decap cells)]
family                 count (synthesis)  count (layout)  synth area share (%)
buffers and inverters                 77             191                  3.19
and+or+nand+nor                      144             144                  6.33
AOI/OAI and AO/OA                    136             136                  8.06
DFF                                  224             224                  46.9
muxes                                364             364                  35.5
[stage by stage]
stage / setup WS, ps / cells
CTS: 612 / 1577
global placement: 646 / 1536
global route: 526 / 1577
detailed placement: 613 / 1536
floorplan: 1890 / 945
finish: 619 / 1577
